===== flow/run.sh =====
#!/bin/bash
# OpenROAD 26Q1-2900-gdf79404cd8, Yosys 0.63+post, stock flow scripts
make -C /OpenROAD-flow-scripts/flow DESIGN_CONFIG=/design/flow/config.mk WORK_HOME=/design/flow/orfs finish

===== flow/config.mk =====
export PLATFORM = sky130hd
export DESIGN_NAME = control_for_fft
export DESIGN_NICKNAME = control_for_fft
export VERILOG_FILES = /design/flow/design.v
export SDC_FILE = /design/flow/constraint.sdc
export NUM_CORES = 4
export LEC_CHECK = 1
export CORE_AREA = 10 10 70 70
export DIE_AREA = 0 0 80 80

===== flow/constraint.sdc =====
current_design control_for_fft

set clk_period 2.7
set clk_io_pct 0.2

create_clock -name clk0 -period $clk_period [get_ports {clk}]

set non_clock_inputs [all_inputs -no_clocks]
set_input_delay [expr $clk_period * $clk_io_pct] -clock clk0 $non_clock_inputs
set_output_delay [expr $clk_period * $clk_io_pct] -clock clk0 [all_outputs]

===== flow/design.v =====
module control_for_fft(clk, insignal,sink_valid,sink_ready,sink_error,sink_sop,sink_eop, inverse, outreal,outimag, fft_pts);
input clk; 
input [11:0] insignal;
output reg sink_valid, sink_sop,sink_eop, inverse, sink_ready;
output reg [1:0] sink_error;
output [11:0] outreal, outimag;
output reg [10:0] fft_pts;
reg [9:0] count;
initial
	begin
		count=10'd1;
		inverse=0; 
		sink_valid=0; 
		sink_ready=1;
		sink_error=2'b00;
		fft_pts=11'd1024;
	end
assign outreal=insignal;
assign outimag=12'd0;
always @(posedge clk)
begin 
	begin
		count<= count+1'b1;
	end
	if (count==10'd1023)
		begin
			sink_eop<=1;
		end
	if (count==10'd0)
		begin
			sink_eop<=0;
			sink_sop<=1;
			sink_valid<=1;
		end
	if (count==10'd1)
		begin
			sink_sop<=0;
		end
end
endmodule

==> flow_summary.yaml <==
# synthesis and place-and-route metrics
outcome:
  status: "finished, final reports clean"
routing:
  antennaDiodeCount: 0
  drc: 0
  drtAntennaViolNets: 0
  first_pass_iters: 4
  vias: 395
  drt_wl_total_um: 1070
  wire_per_inst_um: 8.56
  viasPerCell: 3.16
  drt-initial-drc-count: 25
power:
  combPwrFrac_pct: 0.8
  power_switching_mw: 0.0597
  p_leak_nw: 0.305
  ir_worst_vdd_uv: 178
  intPower_mw: 0.251
  p_clk_share_pct: 36.8
  power_density_nw_per_um2: 421
  switching_share_pct: 19.2
  seq_power_share_pct: 62.4
yosys:
  synth.top_cell.area_share_pct: 35.7
  ys.flops: 13
  yosys_warnings: 1
  synth.area.top_cells: "buf_4 (36%), dfxtp_1 (29%), xnor2_1 (7.5%)"
  syn-cell-area_um2: 820
  yosys_area_um2: 820
  synth_area_per_cell_um2: 9.64
  top_cells_by_count: "buf_4 (39), dfxtp_1 (12), xnor2_1 (7)"
  netlist_instances: 85
  ys_cells: 85
  synthArstFlopShare_pct: 0
  ys_seq_share_pct: 33.0
  most_common_cell: "buf_4"
  synth-edff-count: 1
  ff_type: "dfxtp_1"
  synth.distinct_cells: 18
  yosysTopAreaCell: "buf_4"
critical_path:
  r2r_start: "count[7]"
  critPathArrivalTime_ns: 1.10
  critical_path.top_delay_family: "buffers and inverters"
  critPathMaxFanout: 2
  r2r-end: "sink_valid"
  path_class: "reg -> out"
  path_cells: "clkdlybuf4s50_1"
  cp_slowest_stage_delay_ns: 0.48
  crit_required_ns: 2.16
  rrSetupSlack_ns: 1.26
  start_kind: "register"
  reg2reg_depth: 2
  crit_buf_inv: 1
  end_kind: "output pin"
  cp_slowest_cell: "clkdlybuf4s50_1"
global_route:
  grt_pass1_vias: 396
  globalRouteOverflowTotal: 0
  grt_max_degree: 8
  grt_pass1_wl_um: 1700
  grt_util_all_layers_pct: 3.20
  antenna_found_initial: 0
placed_design:
  gp_congestion: 0.679
  dp.cells: 121
  post-place-ws_ns: 1.26
  numPortBuffers: 3
  dp_hpwl_um: 892
cells_and_area:
  finalNonFillerCells: 125
  syn_to_final_growth_pct: -9.92
  final_util_pct: 21.6
  drive_above_1_share_pct: 10.1
min_path:
  min_delay_worst_endpoint: "count[0]"
  hp-class: "reg -> reg"
  hold_depth: 1
  min_from: "count[0]"
clock_tree:
  insertion_delay_ns: 0.27
  clk_pin_slew_ns: 0.07
  hold_buffers: 0
  cts_resized: 0
  cts.sinks: 13
  root_buffer: "clkbuf_4"
  htree_levels: 1
  cts_buffer_depth: 2
  post_cts_buffers: 0
  numCtsBuffers: 3
  cts_tree: "built"
final_timing:
  fmax_mhz: 611
  period_minus_slack_ns: 1.64
  finalCritPeriodShare_pct: 60.6
  finalSetupViolCount: 0
  rsz0062_at_grt: "no"
  final_hold_viol_count: 0
  fin_setup_tns_ns: 0
  finalMaxSlewViolations: 0
  fin_ws_ns: 1.06
  final.setup_skew_ns: 0.00222
  whs_ns: 0.465
floorplan:
  fp_util_pct: 24.0
  io_pins: 55
  die_width_um: 80
  row_count: 21
  dieHeight_um: 80
  die_area_um2: 6400
  coreArea_um2: 3420
flow_run:
  warnings: 27
  drv_cap: 0
[logic make-up after synthesis]
| kind of cell | count (synthesis) | synth area share [%] |
|---|---|---|
| AOI/OAI and AO/OA | 2 | 2.60 |
| xor gates and xnor gates | 8 | 8.55 |
| adders and majority gates | 3 | 4.58 |
| buffers and inverters | 42 | 37.1 |
| DFF | 13 | 33.0 |
| other | 2 | 0.916 |
| and+or+nand+nor | 15 | 13.3 |
[flip-flops by register name (all words and copies together) (netlist names)]
name        count
sink_sop        1
sink_eop        1
count          10
sink_valid      1
[layer usage]
| metal | wire (µm) | global-route usage [%] |
|---|---|---|
| met1 | 455 | 3.89 |
| met2 | 496 | 4.65 |
| met3 | 106 | 1.93 |
| met4 | 11 | 0.880 |
| met5 | 0 | 0 |
[power by group through the flow]
stage | sequential [mW] | clock, mW | combinational, mW
after global routing | 0.194 | 0.128 | 0.00454
final | 0.194 | 0.114 | 0.00243
after CTS | 0.194 | 0.119 | 0.00366
[worst register-to-register path: cells and delay by family, from the launching register on]
kind	cells	cell delay, ns
flops	1	0.35
simple gates	2	0.80
[per-stage QoR]
step	total power, mW	cell area (µm²)
global route	0.326	738
detailed placement	0.202	712
global placement	0.203	712
floorplan	0.237	917
finish	0.311	738
CTS	0.317	738
[area by class of cell]
class	count	area, µm²
repair buffers	3	30.0
clock buffers	4	26.3
fillers	383	2680
multi-input cells	56	343
flip-flops and latches	13	270
inverters	3	11.3
well taps	46	57.6
[layout by cell type, fill, tap and decap left out]
| master | synthesis | layout |
|---|---|---|
| conb_1 | 2 | 28 |
| dfxtp_1 | 12 | 12 |
| xnor2_1 | 7 | 7 |
| nand3_1 | 3 | 3 |
| inv_1 | 3 | 3 |
| ha_1 | 3 | 3 |
| clkbuf_4 | 0 | 3 |
| clkdlybuf4s50_1 | 0 | 3 |
| and4_1 | 2 | 2 |
| nand4_1 | 2 | 2 |
| nand2_1 | 2 | 2 |
| or4_4 | 2 | 2 |
| nor2_1 | 2 | 2 |
| xor2_1 | 1 | 1 |
| and4_2 | 1 | 1 |
| nor3_4 | 1 | 1 |
| a2bb2oi_2 | 1 | 1 |
| a31oi_1 | 1 | 1 |
| clkbuf_1 | 0 | 1 |
| edfxtp_1 | 1 | 1 |
[worst max path at each step]
stage	from	cells past startpoint	to	slack [ns]
4_1_cts	sink_sop	1	sink_sop	1.04
5_1_grt	sink_sop	1	sink_sop	0.99
6_report	sink_sop	1	sink_sop	1.06
Power is estimated from default activity; no workload was simulated.
