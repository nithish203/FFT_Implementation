==> design/flow/design.v <==
module counter_input(clk,count);
input clk;
output reg [9:0] count;
initial
	begin
		count=10'b0000000000;
	end
always@(posedge clk)
	begin
		count<=count+10'b0000000001;
	end
endmodule
==> design/flow/run.sh <==
#!/bin/bash
# OpenROAD 26Q1-2900-gdf79404cd8, Yosys 0.63+post, stock flow scripts
make -C /OpenROAD-flow-scripts/flow DESIGN_CONFIG=/design/flow/config.mk WORK_HOME=/design/flow/orfs finish
==> design/flow/config.mk <==
export PLATFORM = sky130hd
export DESIGN_NAME = counter_input
export DESIGN_NICKNAME = counter_input
export VERILOG_FILES = /design/flow/design.v
export SDC_FILE = /design/flow/constraint.sdc
export NUM_CORES = 4
export LEC_CHECK = 1
export CORE_AREA = 10 10 70 70
export DIE_AREA = 0 0 80 80
==> design/flow/constraint.sdc <==
current_design counter_input

set clk_period 1.6
set clk_io_pct 0.2

create_clock -name clk0 -period $clk_period [get_ports {clk}]

set non_clock_inputs [all_inputs -no_clocks]
set_input_delay [expr $clk_period * $clk_io_pct] -clock clk0 $non_clock_inputs
set_output_delay [expr $clk_period * $clk_io_pct] -clock clk0 [all_outputs]
==> run_results.csv <==
group,metric,value,unit
cts,numCtsBuffers,3,
routing,ant_nets,0,
floorplanning,fp.dieW,80,microns
cts,cts_tree,"yes",
cells_and_area,fillers,383,
placement,dpl.hpwl,566,microns
cells_and_area,largest_registers,"count: 10 flops",
logic_synthesis,ys_cells,34,
placement,dp_cells,90,
critical_path,cp_max_fo,5,
timing,slew_viol_final,0,
routing,vias,253,
global_route,grt_max_degree,7,
cts,hold_buffers,0,
routing,drtIter0Drc,4,
critical_path,worst-path-buf-inv,1,
timing,period_used_share,94.4,%
cts,clk_pin_slew,60,ps
cts,cts.sinks,10,
floorplanning,std_cell_rows,21,
logic_synthesis,synth_area,364,sq um
critical_path,crit_type,"flop to primary output",
power,powerDensity,751,nW/um^2
placement,gp_congestion,0.585,
critical_path,arrival,1190,ps
logic_synthesis,yosys-stat-area,364,sq um
floorplanning,core_area,3420,sq um
logic_synthesis,synth.area.top_cells,"dfxtp_1 (55%), xnor2_1 (9.6%), xor2_1 (9.6%)",
worst_hold_path,holdCritPathClass,"flop to flop",
timing,worst_pin_slew,229,ps
cts,clkLatencyLatePin,250,ps
flow_run,warnings,25,
critical_path,crit_chain,"clkdlybuf4s50_1",
timing,fmax,662,MHz
critical_path,end_kind,"primary output",
global_route,grt_pass1_wl,1120,microns
cts,cts_max_level,1,
placement,dp_slack,353,ps
timing,tns,0,ps
timing,finalHoldViolCount,0,
cells_and_area,drive_above_1_share,14.9,%
logic_synthesis,syn_inst,34,
timing,min_period,1510,ps
floorplanning,die_area,6400,sq um
routing,drcViolationCount,0,
critical_path,critical_path_required,1280,ps
power,p_leak,0.188,nW
timing,finalSetupViolCount,0,
timing,skew,1.01,ps
global_route,antenna_found_initial,0,
power,vdd_drop_max,0.368,mV
routing,wl_per_cell,7.52,microns
routing,drt_first_pass_iters,2,
flow_run,maxCapViolations,0,
timing,fin_ws,89.4,ps
logic_synthesis,post_synth_num_cell_types,13,
cells_and_area,syn_to_final_growth,49.8,%
status,status,"finished, final reports clean",
logic_synthesis,ys_warn_count,1,
cells_and_area,regMostFlops,"count",
floorplanning,floorplan.core_util,10.7,%
cells_and_area,largest_register_ffs,10,
global_route,grt_pass1_vias,234,
cts,clockBufferDepth,2,
critical_path,slowest_stage,"clkdlybuf4s50_1",
cells_and_area,regArea,201,sq um
power,power.total,410,uW
logic_synthesis,ys_ff,10,
critical_path,crit_family,"buffers and inverters",
critical_path,max_stage_delay,510,ps
floorplanning,die_y,80,microns
global_route,overflow,0,
cts,root_buffer,"clkbuf_4",
logic_synthesis,ys_seq_share,55.0,%
logic_synthesis,synth_top_area_share,55.0,%
timing,relSlewSlack,84.6,%
timing,rsz0062_at_grt,"no",
global_route,grt_usage,2.23,%
logic_synthesis,syn_area_per_cell,10.7,sq um
critical_path,start_kind,"flop",
cells_and_area,layout.area.comb,153,sq um
logic_synthesis,largest_area_cell,"dfxtp_1",
placement,port_buffers,10,
routing,n_antenna_cell,0,
routing,routed_wl,699,microns
cells_and_area,stdcell_count,93,
floorplanning,io_pins,11,
routing,via_per_inst,2.72,
==> layout make-up <==
type	instances	area share, %
Clock buffer	3	4.13
Inverter	3	2.06
Tap cell	46	10.6
Timing Repair Buffer	10	18.3
Multi-Input combinational cell	21	28.0
Sequential cell	10	36.9
==> placed cells by master (no fill, tap or decap), drive strengths merged <==
| master | count |
|---|---|
| clkbuf | 3 |
| clkdlybuf4s50 | 10 |
| dfxtp | 10 |
| ha | 1 |
| inv | 3 |
| nand2 | 2 |
| nand3 | 4 |
| nand4 | 1 |
| nor2 | 3 |
| nor3 | 1 |
| nor4 | 1 |
| xnor2 | 4 |
| xor2 | 4 |
==> kinds of logic (layout without fill, tap and decap cells) <==
group	after synthesis	after routing	share of synthesized area, %
DFF	10	10	55.0
and+or+nand+nor	12	12	19.2
buffers and inverters	3	16	3.09
xor gates and xnor gates	8	8	19.2
adders and majority gates	1	1	3.44
==> metal layers <==
metal | vias to the layer above | part of all wire [%] | global-route usage (%)
met5 | - | 0 | 0
met4 | 0 | 0 | 0.176
met3 | 0 | 22 | 2.61
met2 | 14 | 22 | 1.85
met1 | 102 | 56 | 3.31
li1 | 137 | - | -
==> Yosys cell counts (all sizes together) <==
master and instances:
nand4 1, nand3 4, xnor2 4, ha 1, inv 3, nor4 1, nor2 3, nand2 2
xor2 4, dfxtp 10, nor3 1
==> through the flow <==
stage                     util [%]  hold slack, ps  instance area, sq um
after floorplan                  -             393                   364
after global placement        15.3             424                   522
after detailed placement      15.3             426                   522
after CTS                     15.9             443                   544
after global routing          16.0             469                   546
final                         16.0             443                   546
==> power by group <==
group,switching (mW),internal [mW],leakage [nW],total (mW)
combinational,0,0,0.0931,0.0000000931
clock,0.0747,0.0863,0.0138,0.161
sequential,0,0.249,0.0810,0.249
total,0.0747,0.335,0.188,0.410
==> final timing paths <==
check,from,cells after the start,endpoint,slack (ps)
worst max-delay path,count[3]$_DFF_P_,1,count[3],90
worst min-delay path,count[0]$_DFF_P_,1,count[0]$_DFF_P_,440
worst max register to register,count[0]$_DFF_P_,4,count[6]$_DFF_P_,410
worst min register to register,count[0]$_DFF_P_,1,count[0]$_DFF_P_,440
==> what timing repair did <==
action                                  CTS  global route
endpoints found under the setup margin    0             1
buffers inserted                          0             0
resized                                   0             1
Power is estimated from default activity; no workload was simulated.
